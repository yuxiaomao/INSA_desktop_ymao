<file path="/design/flow/config.mk">
export PLATFORM = sky130hd
export DESIGN_NAME = bram32
export DESIGN_NICKNAME = bram32
export VERILOG_FILES = /design/flow/design.v
export SDC_FILE = /design/flow/constraint.sdc
export NUM_CORES = 4
export LEC_CHECK = 1
export CORE_UTILIZATION = 30
export SYNTH_MEMORY_MAX_BITS = 65536
</file>
<file path="/design/flow/constraint.sdc">
current_design bram32

set clk_period 115.9
set clk_io_pct 0.2

create_clock -name clk0 -period $clk_period [get_ports {sys_clk}]

set non_clock_inputs [all_inputs -no_clocks]
set_input_delay [expr $clk_period * $clk_io_pct] -clock clk0 $non_clock_inputs
set_output_delay [expr $clk_period * $clk_io_pct] -clock clk0 [all_outputs]
</file>
<file path="/design/flow/design.v">
module bram32 #(
	parameter init_file = "none",
	parameter adr_width = 11
) (
	input sys_clk,
	input sys_rst,
  input [31:0] do,
  output reg [31:0] di,
  input we,
  input [15:0] a
);
parameter word_width = adr_width - 2;
parameter word_depth = (1 << word_width);
reg [31:0] ram [0:word_depth-1];
wire [word_width-1:0] adr;
always @(posedge sys_clk) begin
  if (we) begin
    ram[adr] <= do;
  end
	di <= ram[adr];
end
assign adr = a[adr_width-1:2];
initial
begin
	if (init_file != "none")
	begin
		$readmemh(init_file, ram);
	end
end
endmodule
</file>
<file path="/design/flow/run.sh">
#!/bin/bash
# OpenROAD 26Q1-2900-gdf79404cd8, Yosys 0.63+post, stock flow scripts
make -C /OpenROAD-flow-scripts/flow DESIGN_CONFIG=/design/flow/config.mk WORK_HOME=/design/flow/orfs finish
</file>
==> results.txt <==
Results of the flow run.

The sum of internal, switching and leakage power stands at 12.3 mW. The total vias in the final route stands at 314k. Setup repair after global routing left no endpoint under its margin. The peak supply drop stands at 0.0155 mV.

OpenSTA lists the critical path startpoint as a[3]. Nets still carrying antenna violations after routing amount to 0. The leakage power of the design stands at 224 nW. The first global-routing pass estimated 2740 mm of wire. The worst hold path terminates at di[16].

The HPWL after detailed placement stands at 1250 mm. The H-tree was split into 7 levels. Entering global routing, the biggest net connects 111 pins.

The share of flip-flops with an asynchronous set or reset after synthesis stands at 0%. The initial antenna violation count was 225. In this run the most critical hold path is launched from ram[33][16]. Note that the worst hold path type here is flip-flop to flip-flop. The critical path contains buffers and inverters numbering 9 combined. The final period utilization stands at 26.6%.

The fraction of final layout cells sized beyond drive strength 1 stands at 27.1%. The signed area change from the synthesized netlist to the final layout stands at 16.0%. Per STA, the library cell used most along the worst path is buf_4.

The clock passes through at most 6 buffers. The adder and majority gate portion of the synthesized area stands at 0%. The maximum clock skew at final layout stands at 0.276 ns. After Yosys synthesis, and, or, nand and nor cells account for 1.78% of the synthesized area. The number of clock sinks seen by CTS stands at 16.4k. The worst setup path is launched from an input port.

The number of top-level pins stands at 83. For this run, the total global-route usage over all layers was measured as 20.5%. From left edge to right edge, the die measures 1.45 mm. The worst path needs 30.84 ns of the cycle, external delays included. Looking at the reg2reg group, the worst path starts from ram[9][2]. The final-report hold violation count stands at 0. Hold repair after CTS inserted 0 buffers. The netlist uses 80 different library cells.

The total wirelength of the detailed-routed design stands at 2020 mm. The number of setup buffers added after CTS stands at 0. The number of cell instances on the worst register-to-register path stands at 8.

The number of detailed-routing iterations run before antenna repair stands at 7. The headroom to the max-slew limit stands at 3.94%. Clock tree synthesis selected as its root buffer the cell clkbuf_16.

The most used flip-flop cell after synthesis is edfxtp_1. Data on the critical path is required at its endpoint by 116.86 ns. Before placement the cells fill 30.1% of the core. The slowest stage of the critical path belongs to the cell nor4_1. The clock-pin slew reported for the worst setup and hold paths after clock tree synthesis stands at 0.06 ns.

The total clock buffers created by CTS stands at 1,640. Of the total synthesized cell area, the portion taken by AND-OR and OR-AND cells is 3.18%. The final timing report counts setup violations totalling 0. The maximum cell stage delay along the critical path stands at 0.87 ns. The worst hold path cell count stands at 5. For this design the ratio of total power to cell area is 16.9 mW/mm2. The number of global-route vias before repair was 343k. The stage logs contain a warning count of 41. The ratio of routed vias to standard cells stands at 5.22.

TritonCTS built the clock tree. After clock tree synthesis, the repair step resized 0 gates. The global placement routability congestion stands at 0.937. The number of rows created at floorplan stands at 530.

The non-filler instance count after layout stands at 60.2k. In this design, the largest share of critical-path delay is due to buffers and inverters. The number of instances in the placed design stands at 56.6k. The reg-to-reg setup timing slack stands at 110.73 ns. The number of instances in the synthesized netlist stands at 28.6k. In the setup report, the worst path falls into the class input port to flip-flop. Max-cap violations in this run came to 0. The die boundary height stands at 1.45 mm.

The core box area stands at 2.08 mm2. For the worst-skew pair, the clock arrives at the later sink with an insertion delay of 1.46 ns. The detailed router finished its first iteration with 22.7k violations. The post-synthesis sequential area ratio stands at 78.6%. After detailed routing, the average wire length per cell comes to 33.5 um. Traced cell by cell, the critical path runs through buf_16, buf_12, buf_4, buf_4, buf_4, buf_4, buf_12, buf_4, buf_4, mux4_2, a22o_1, a211oi_1, a21oi_1, nor4_1, nand3_1. The critical path maximum fanout is 88. The final max-slew violation count stands at 0. The synthesized area stands at 0.627 mm2.

The area share of xor/xnor cells in the synthesized design stands at 0%. The detailed-route DRC error count stands at 0. Warnings reported by Yosys during synthesis add up to 1.

The summed negative setup slack over all endpoints stands at 0 ns. After global routing the overflow that remains totals 0. Among the non-sequential cells, multiplexers take the most area. The number of enable flip-flop cells stands at 16.4k.

The portion of synthesized area spent on multiplexers is 15.1%. At the worst endpoint, the arrival time is 31.79 ns. Dividing the synthesized area by the synthesized cell count gives 21.9 um2. The count of instantiated cells in the yosys netlist stands at 28.6k. The tightest hold path in the finished design has a slack of 0.913 ns. The layout has 188k filler cells. In this run, synthesis produced a sequential element count of 16.4k.

The total cell area reported by yosys after synthesis stands at 0.627 mm2. The actual transition at the worst max-transition pin stands at 1.40 ns. STA classifies the critical path endpoint as a flip-flop. The flow ran to the end, and the final reports show no timing, DRC or antenna violations. Per the timing report, the most critical flop-to-flop path finishes at di[2]. The highest clock frequency the design can meet stands at 32.4 MHz. The die covers 2.10 mm2. The number of port buffers stands at 74.
==> power by group <==
part           switching [mW]  internal (mW)  total [mW]
Clock                    2.22           2.88        5.10
Sequential            0.00568           6.54        6.54
Combinational           0.432          0.187       0.619
Total                    2.66           9.60        12.3
==> cell type report <==
| class | instances | area [um2] | share of cell area, % |
|---|---|---|---|
| diodes | 667 | 1670 | 0.229 |
| flip-flops and latches | 16416 | 493000 | 67.7 |
| inverters | 33 | 144 | 0.0198 |
| clock inverters | 896 | 7960 | 1.09 |
| multi-input cells | 10393 | 131000 | 18.0 |
| repair buffers | 2104 | 16600 | 2.29 |
| clock buffers | 2032 | 43000 | 5.91 |
| well taps | 27664 | 34600 | 4.76 |
==> per-layer routing <==
metal	up-vias	share of wire, %	track usage (%)
met3	4506	23	21.8
li1	126482	-	-
met5	-	0.69	5.92
met1	156666	25	16.7
met4	312	7.3	11.5
met2	26098	44	28.5
==> worst reg2reg max path: stages (launching register included) <==
cell,delay [ns]
edfxtp_1,0.36
mux2_2,0.27
o22ai_1,0.66
nor3_1,0.15
buf_4,0.21
a31oi_1,0.84
or4b_1,0.75
a2111oi_1,0.70
nand3_1,0.78
==> metrics by stage <==
stage	instance area, um2	util (%)	setup slack, ns
finish	728000	34.9	85.07
global route	727000	34.9	84.78
CTS	726000	34.8	85.31
detailed placement	675000	32.4	83.84
global placement	675000	32.4	83.93
floorplan	627000	-	88.90
==> state kept, by name, indices dropped and copies added, names as in the netlist <==
signal / cells
di: 32
ram: 16384
==> synth_stat cells (21+ instances only) <==
master	instances	area share, %
mux2i_1	1597	2.5
dfxtp_1	32	0.10
a21oi_1	448	0.36
buf_2	745	0.59
nor2_1	609	0.36
a2111oi_0	45	0.063
o22ai_1	425	0.42
a22o_1	243	0.34
o211a_1	27	0.043
buf_6	88	0.16
buf_4	139	0.17
a32oi_1	41	0.057
o21ai_0	363	0.29
a221oi_1	151	0.21
a22oi_1	617	0.74
clkbuf_1	588	0.35
edfxtp_1	16384	78
a211oi_1	152	0.18
and4_1	34	0.047
nor4_1	73	0.073
o2111ai_1	21	0.029
and3_1	53	0.053
nand2_1	572	0.34
nand4_1	452	0.45
buf_1	170	0.10
nand3_1	223	0.18
a31oi_1	107	0.11
o211ai_1	67	0.080
nor3_1	108	0.086
a32o_1	24	0.038
inv_1	31	0.019
o221ai_1	29	0.041
mux2_2	284	0.51
mux4_2	3354	12
nor2b_1	49	0.049
==> kinds of logic (layout without fill, tap and decap cells) <==
| logic type | after synthesis | count (layout) |
|---|---|---|
| compound gates | 2880 | 2880 |
| buf+inv | 1763 | 5065 |
| flops | 16416 | 16416 |
| mux | 5235 | 5235 |
| other cells | 0 | 667 |
| simple gates | 2278 | 2278 |
==> layout by cell type (no fill, tap or decap), drive strengths merged, types with 32 or more instances in the layout <==
| cell | synthesis | final |
|---|---|---|
| a22oi | 617 | 617 |
| o22ai | 425 | 425 |
| a31oi | 107 | 107 |
| clkbuf | 588 | 2033 |
| buf | 1142 | 2070 |
| nor4 | 73 | 73 |
| a32oi | 41 | 41 |
| nor2 | 610 | 610 |
| nor2b | 49 | 49 |
| clkinv | 1 | 717 |
| a211oi | 152 | 152 |
| o21ai | 364 | 364 |
| bufinv | 0 | 113 |
| dfxtp | 32 | 32 |
| nand4 | 452 | 452 |
| a22o | 243 | 243 |
| and4 | 34 | 34 |
| diode | 0 | 667 |
| mux2 | 284 | 284 |
| nor3 | 108 | 108 |
| a21oi | 448 | 448 |
| edfxtp | 16384 | 16384 |
| clkdlybuf4s50 | 0 | 33 |
| inv | 32 | 73 |
| and3 | 53 | 53 |
| mux4 | 3354 | 3354 |
| mux2i | 1597 | 1597 |
| o211ai | 67 | 67 |
| nand2 | 572 | 572 |
| a221oi | 151 | 151 |
| nand3 | 223 | 223 |
| a2111oi | 47 | 47 |
==> worst max-delay path by stage <==
stage | to | slack (ns) | depth (start not counted)
4_1_cts | di[8] | 85.31 | 18
5_1_grt | di[21] | 84.78 | 15
6_report | di[21] | 85.07 | 15
Power figures rest on the tool's default switching activity, not on a simulated workload.
