### flow/run.sh
#!/bin/bash
# OpenROAD 26Q1-2900-gdf79404cd8, Yosys 0.63+post, stock flow scripts
make -C /OpenROAD-flow-scripts/flow DESIGN_CONFIG=/design/flow/config.mk WORK_HOME=/design/flow/orfs finish
### flow/config.mk
export PLATFORM = sky130hd
export DESIGN_NAME = bram16
export DESIGN_NICKNAME = bram16
export VERILOG_FILES = /design/flow/design.v
export SDC_FILE = /design/flow/constraint.sdc
export NUM_CORES = 4
export LEC_CHECK = 1
export CORE_UTILIZATION = 50
export SYNTH_MEMORY_MAX_BITS = 65536
### flow/constraint.sdc
current_design bram16

set clk_period 58.7
set clk_io_pct 0.2

create_clock -name clk0 -period $clk_period [get_ports {sys_clk}]

set non_clock_inputs [all_inputs -no_clocks]
set_input_delay [expr $clk_period * $clk_io_pct] -clock clk0 $non_clock_inputs
set_output_delay [expr $clk_period * $clk_io_pct] -clock clk0 [all_outputs]
### flow/design.v
module bram16 #(
	parameter init_file = "none",
	parameter adr_width = 11
) (
	input sys_clk,
	input sys_rst,
  input [15:0] do,
  output reg [15:0] di,
  input we,
  input [15:0] a
);
parameter word_width = adr_width - 1;
parameter word_depth = (1 << word_width);
reg [15:0] ram [0:word_depth-1];
wire [word_width-1:0] adr;
always @(posedge sys_clk) begin
  if (we) begin
    ram[adr] <= do;
  end
	di <= ram[adr];
end
assign adr = a[adr_width-1:1];
initial
begin
	if (init_file != "none")
	begin
		$readmemh(init_file, ram);
	end
end
endmodule
==> flow_summary.ini <==
; generated from flow reports
[status]
status = finished with violations
violations = capacitance limit, slew limit

[setup_path]
cp-start-kind = input pin
end_kind = flip-flop
crit_path_max_fanout = 57
critPathKind = input pin to flip-flop
crit_start = a[2]
worstPathArrival_ns = 21.09
r2r_start = ram[323][8]$_DFFE_PP_
cp.required_ns = 59.78

[route]
routedWlPerCell_um = 34.3
drtAntennaViolNets = 0
drt-total-wl_um = 1810000
avgViaCountPerCell = 6.06
route.detailed.drc = 0
drt_iter0_markers = 21611
vias = 319962
drt_pre_antenna_iters = 8

[logic_synthesis]
ys_seq_frac = 0.786
async_reset_ff_frac = 0
synth_cells = 32148
top_area_frac = 0.786
ys_warn_count = 1
mux_share = 0.140
ys.flop_type = edfxtp_1
yosys-top-cells-area = edfxtp_1 (79%), mux2i_1 (9.0%), mux4_2 (5.0%), o22ai_1 (2.2%), nor2_1 (0.94%)
synth_area_leader_cell = edfxtp_1
ys_types = 64
ys_cells = 32148
aoi_share = 0.0382
yosys_area_sq_um = 626000
xor_area_frac = 0
top_logic_kind = multiplexers
edf_count = 16384
ys_sh_simple = 0.0220
avgSynthCellArea_sq_um = 19.5
synth_area_sq_um = 626000
numSynthFlops = 16400
ys_sh_adder = 0

[floorplanning]
num_rows = 410
die_y_um = 1120
die_w_um = 1120
boundaryPins = 51
core_area_sq_um = 1250000
fp_util = 0.502
die_area_sq_um = 1260000

[placement]
dpl.cell_count = 49246
post-dp-hpwl_um = 1120000
gp_congestion = 0.916
numPortBuffers = 43

[sta]
max_slew.worst_pin.slew_ns = 1.57
finalCritPeriodShare = 0.341
rsz0062_at_grt = false
timing.fmax_mhz = 50.0
finClkSkew_ns = 0.121
slew_viol_final = 23
setup_tns_ns = 0
setup_viol = 0
timing.final.crit_period_ns = 20.01
finalHoldViolations = 0
slew_headroom = -0.0526

[global_routing]
grt_use_total = 0.323
first_global_vias = 336860
antenna_found_initial = 193
grt-ovfl-total = 0
grt_max_degree = 127
grt_pass1_wl_um = 2520000

[cts]
htreeDepth = 7
cts_buffers = 1721
clockBufferDepth = 6
clock_latency_ns = 1.34
cts_hold_buf = 0
cts_resized = 0
path_clk_slew_ns = 0.06
cts_setup_buffers = 0
numClockSinks = 16400
root_buffer = clkbuf_16
cts_tree = yes

[min_path]
min_from = ram[875][13]$_DFFE_PP_
min_path_type = flip-flop to flip-flop

[power]
vdd_drop_max_uv = 33.0
powerDensity_nw_per_um2 = 34.3
total_leakage_power_nw = 238

[run]
warnings = 74
cap_violations = 1

[layout]
final_cells = 52834
drive_gt1_frac = 0.175
layout.cells.most_common = edfxtp_1
layout_top_cells = edfxtp_1 (16,384), mux2i_1 (5,623), buf_4 (2,295)
area_growth_pct = 13.9
fillers = 89827
==> layer usage <==
layer / track usage / routed length, um / up-vias
met5: 0.0247 / 3750 / -
met4: 0.126 / 86700 / 242
met3: 0.281 / 362000 / 3480
met2: 0.440 / 823000 / 19575
met1: 0.377 / 535000 / 159705
li1: - / - / 136960
==> logic make-up (layout without fill, tap and decap cells) <==
logic type	Yosys count	count (layout)
other cells	0	529
simple gates	3026	3026
mux	7026	7026
buf+inv	1979	5450
compound gates	3717	3717
flops	16400	16400
==> Yosys cell counts (124+ instances only) <==
master and n:
nor2_1 1568, a22oi_1 345, buf_1 327, nor3_1 368
edfxtp_1 16384, nand2_1 288, buf_2 629, a21oi_1 124
nand3_1 202, o2111ai_1 184, mux4_2 1384, mux2i_1 5623
clkbuf_1 951, o21ai_0 520, nor4_1 334, o22ai_1 2248
==> area by class of cell <==
cell class | instances | area (sq um) | area share
Timing Repair Buffer | 2390 | 18800 | 0.0264
Antenna cell | 529 | 1320 | 0.00186
Tap cell | 16686 | 20900 | 0.0293
Clock buffer | 2065 | 45000 | 0.0631
Inverter | 2 | 15.0 | 0.0000211
Clock inverter | 993 | 8740 | 0.0123
Sequential cell | 16400 | 492000 | 0.690
Multi-Input combinational cell | 13769 | 126000 | 0.177
==> worst max-delay path, stage by stage <==
cell and delay (ns):
buf_16 0.36, buf_4 0.64, buf_4 0.63, buf_4 0.56, buf_4 0.58, buf_4 0.71, buf_4 0.62, buf_4 0.53
buf_4 0.63, buf_4 0.65, mux4_2 0.41, mux2i_1 0.52, o221ai_1 0.39, nand3_1 0.21, nand4_1 0.73, or3_1 0.86
==> power by group <==
part           internal [mW]  switching [mW]
Combinational          0.322           0.774
Clock                   6.11            4.35
Sequential              12.9         0.00736
==> sequential cells by signal, summed over array words and instances (netlist names) <==
signal  flops
ram     16384
di         16
==> final timing paths <==
path,end,slack [ns],cells past startpoint
max,di[2]$_DFF_P_,38.70,16
min,di[13]$_DFF_P_,0.98,7
max reg2reg,di[8]$_DFF_P_,53.32,9
min reg2reg,di[13]$_DFF_P_,0.98,7
==> per-stage QoR <==
step	hold WS, ns	total power [mW]	utilization	worst slack [ns]	instance area (sq um)
floorplan	0.714	13.6	-	43.48	626000
global placement	0.966	14.2	0.527	37.68	658000
detailed placement	0.954	14.2	0.527	37.61	658000
CTS	0.967	24.6	0.571	39.01	712000
global route	1.03	25.1	0.571	38.49	713000
finish	0.975	24.5	0.572	38.70	713000
Power and IR drop assume default switching activity.
